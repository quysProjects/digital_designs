--- flow/design.v ---
module lab4tn4(
		input logic clk,
		output logic out
);
integer i=0;
always_ff@(posedge clk)
begin
		i<=i+1;
		if (i==25000000) begin
					out <=~out;
					i<= 0;
		end
end
endmodule
--- flow/run.sh ---
#!/bin/bash
# OpenROAD 26Q1-2900-gdf79404cd8, Yosys 0.63+post, stock flow scripts
make -C /OpenROAD-flow-scripts/flow DESIGN_CONFIG=/design/flow/config.mk WORK_HOME=/design/flow/orfs finish
--- flow/config.mk ---
export PLATFORM = sky130hd
export DESIGN_NAME = lab4tn4
export DESIGN_NICKNAME = lab4tn4
export VERILOG_FILES = /design/flow/design.v
export SDC_FILE = /design/flow/constraint.sdc
export NUM_CORES = 4
export LEC_CHECK = 1
export CORE_AREA = 10 10 106 106
export DIE_AREA = 0 0 116 116
--- flow/constraint.sdc ---
current_design lab4tn4

set clk_period 3.8
set clk_io_pct 0.2

create_clock -name clk0 -period $clk_period [get_ports {clk}]

set non_clock_inputs [all_inputs -no_clocks]
set_input_delay [expr $clk_period * $clk_io_pct] -clock clk0 $non_clock_inputs
set_output_delay [expr $clk_period * $clk_io_pct] -clock clk0 [all_outputs]
==> results_tabular.tex <==
% Generated from flow reports
\begin{tabular}{lr}
\hline
Metric & Value \\
\hline
\multicolumn{2}{l}{\textbf{Clock tree}} \\
\quad Clock insertion delay at the later pin of the skew report & 280 ps \\
\quad Bufs on Longest Clock Path & 2 \\
\quad Postcts setup bufs & 0 \\
\quad Post-CTS sizing & 0 \\
\quad CTS hold repair buffers & 0 \\
\quad Clock sink total & 33 \\
\quad Clock root buffer & sky130\_fd\_sc\_hd\_\_clkbuf\_8 \\
\quad Num CTS Buffers & 5 \\
\quad Clock transition at the register clock pins on the worst setup and hold paths after CTS & 70 ps \\
\quad TritonCTS clock tree & done \\
\quad Number of levels in the clock H-tree & 2 \\
\multicolumn{2}{l}{\textbf{Routing}} \\
\quad Iteration-0 DRC Markers & 95 \\
\quad Post-DR wirelength/cell & 11.25 microns \\
\quad Detailed-route vias per instance & 4.449 \\
\quad Drt pass-1 iters & 4 \\
\quad Overall routed net length & 3.307 mm \\
\quad \# DRC & 0 \\
\quad Remaining antenna violation count & 0 \\
\quad Diode insertion count for antenna repair & 0 \\
\quad Total vias in the final route & 1,308 \\
\multicolumn{2}{l}{\textbf{Worst setup path}} \\
\quad Reg-to-reg setup timing slack & 1880 ps \\
\quad CP Class & reg -> reg \\
\quad Path depth of the worst reg2reg path & 5 \\
\quad Reg-to-reg startpoint & i[0] \\
\quad Arrival time of the worst setup path & 2130 ps \\
\quad Required time reported for the critical path endpoint & 4020 ps \\
\quad Critical Path End Type & flop \\
\quad Crit path launch type & flop \\
\quad Max FO, Critical Path & 6 \\
\quad Crit Reg-Reg Endpoint & i[24] \\
\multicolumn{2}{l}{\textbf{Timing}} \\
\quad \# setup viols final & 0 \\
\quad Setup TNS & 0 ps \\
\quad Skew final & 6.053 ps \\
\quad Peak clock frequency supported by timing & 0.5216 GHz \\
\quad Setup repair after global routing missed its margin & false \\
\quad Hold Fails Final Rpt & 0 \\
\quad Period Utilization, post-route & 50.45\% \\
\quad Normalized max-slew margin & 54.95\% \\
\quad Least-Margin Pin Slew & 669.5 ps \\
\quad Final critical delay including setup and external delays & 1917 ps \\
\quad Total count of max-transition violations in the final report & 0 \\
\multicolumn{2}{l}{\textbf{Pwr}} \\
\quad Power density relative to cell area & 344.9 mW/mm\^{}2 \\
\quad Standby leakage power & 0.6223 nW \\
\quad Max VDD drop & 124.6 uV \\
\quad Overall Power & 633.1 uW \\
\multicolumn{2}{l}{\textbf{Global route}} \\
\quad Final global-route overflow total & 0 \\
\quad Vias in the first global route & 1,246 \\
\quad First-pass GRT wire length & 5.865 mm \\
\quad Global-route usage over all layers & 5.190\% \\
\quad Largest net degree at the start of global routing & 12 \\
\quad Number of antenna violations at the first check in global routing & 0 \\
\multicolumn{2}{l}{\textbf{Final layout}} \\
\quad Signed area change from the synthesized netlist to the final layout & 14.61\% \\
\quad Top logic cells by instance count in the layout & sky130\_fd\_sc\_hd\_\_dfxtp\_1, sky130\_fd\_sc\_hd\_\_nand3\_1, sky130\_fd\_sc\_hd\_\_nand4\_1, sky130\_fd\_sc\_hd\_\_xnor2\_1, sky130\_fd\_sc\_hd\_\_nand2\_1 \\
\quad Most frequent logic cell in the layout & sky130\_fd\_sc\_hd\_\_dfxtp\_1 \\
\quad Final cell area excluding filler cells & 0.001836 sq mm \\
\quad Filler cell count in the final layout & 947 \\
\quad Layout cell share with drive strength beyond 1 & 6.452\% \\
\multicolumn{2}{l}{\textbf{Placed design}} \\
\quad Half-perimeter wire length after detailed placement & 2.363 mm \\
\quad Placer Congestion & 0.8372 \\
\quad Instance area at placement & 0.001734 sq mm \\
\quad Number of buffers inserted by port buffering & 1 \\
\multicolumn{2}{l}{\textbf{Worst hold path}} \\
\quad Hold Path Cell Cnt & 1 \\
\quad Path type of the worst min-delay path & reg -> reg \\
\quad Hold path startpoint & i[31] \\
\quad End point of the most critical hold path & i[31] \\
\multicolumn{2}{l}{\textbf{Floorplanning}} \\
\quad Total Die Area & 0.01346 sq mm \\
\quad Die extent in y & 116 microns \\
\quad Io pins & 2 \\
\quad Site Rows & 34 \\
\quad Floorplan utilization & 18.10\% \\
\quad Die W & 116 microns \\
\quad Area of the core & 0.008848 sq mm \\
\multicolumn{2}{l}{\textbf{Synthesis}} \\
\quad Distinct lib cells used & 30 \\
\quad Ys cells & 182 \\
\quad Post-Synthesis Mean Instance Area & 8.800 sq um \\
\quad Mapped Cells & 182 \\
\quad Post-synthesis register bit count & 33 \\
\quad Chip area estimate from yosys synthesis & 0.001602 sq mm \\
\quad Post-synth seq share & 41.87\% \\
\quad Cell area after technology mapping & 0.001602 sq mm \\
\quad Warnings, synthesis & 1 \\
\multicolumn{2}{l}{\textbf{Job}} \\
\quad Number of warning messages in the logs & 26 \\
\quad Max-Cap Viols & 0 \\
\multicolumn{2}{l}{\textbf{Status}} \\
\quad Result of the run & finished clean \\
\hline
\end{tabular}
[routing by layer]
layer	vias to the layer above	GRT usage [%]	wire length (microns)
li1	684	-	-
met1	607	7.397	1761
met2	11	8.267	1418
met3	6	0.9942	85
met4	0	0.5838	42
met5	-	0	0
[worst max-delay path: stages (launching register included)]
cell	delay, ps
sky130_fd_sc_hd__dfxtp_1	400
sky130_fd_sc_hd__ha_1	300
sky130_fd_sc_hd__nand2_1	100
sky130_fd_sc_hd__or4_4	450
sky130_fd_sc_hd__or4_1	470
sky130_fd_sc_hd__a21oi_1	140
[power by group]
group / internal, mW / switching [mW]
clock network: 0.164 / 0.122
registers: 0.347 / 0
logic: 0 / 0
[flip-flops by register name, summed over array words and instances (netlist names)]
name  count
out       1
i        32
[synthesized netlist by cell type]
master	n	area, sq um
sky130_fd_sc_hd__xor2_1	7	61.31
sky130_fd_sc_hd__nor4_1	9	56.30
sky130_fd_sc_hd__nor4b_1	3	26.28
sky130_fd_sc_hd__nor3_1	3	15.01
sky130_fd_sc_hd__nor2_1	9	33.78
sky130_fd_sc_hd__and2_1	2	12.51
sky130_fd_sc_hd__a41oi_1	1	8.760
sky130_fd_sc_hd__a21oi_1	6	30.03
sky130_fd_sc_hd__or4_4	1	11.26
sky130_fd_sc_hd__or4_1	4	30.03
sky130_fd_sc_hd__nand3_1	19	95.09
sky130_fd_sc_hd__ha_1	2	25.02
sky130_fd_sc_hd__clkbuf_1	6	22.52
sky130_fd_sc_hd__dfxtp_1	32	640.6
sky130_fd_sc_hd__o31ai_1	4	30.03
sky130_fd_sc_hd__edfxtp_1	1	30.03
sky130_fd_sc_hd__nor2b_1	2	12.51
sky130_fd_sc_hd__inv_1	5	18.77
sky130_fd_sc_hd__xnor2_1	14	122.6
sky130_fd_sc_hd__and3_1	6	37.54
sky130_fd_sc_hd__and4_1	5	43.79
sky130_fd_sc_hd__o21ai_0	7	35.03
sky130_fd_sc_hd__o211ai_1	1	7.510
sky130_fd_sc_hd__nand4_1	15	93.84
sky130_fd_sc_hd__nand3b_1	1	7.510
sky130_fd_sc_hd__o31a_1	1	8.760
sky130_fd_sc_hd__nand3_4	1	17.52
sky130_fd_sc_hd__clkbuf_2	1	5.000
sky130_fd_sc_hd__or3_1	4	25.02
sky130_fd_sc_hd__nand2_1	10	37.54
[cell type report]
cell class              instances  area, sq um  area share (%)
repair buffers                  3        25.02           1.363
clock inverters                 1        5.005          0.2727
inverters                       5        18.77           1.022
clock buffers                   7        96.34           5.249
well taps                     108        135.1           7.362
flip-flops and latches         33        670.6           36.54
multi-input cells             137        884.6           48.19
[through the flow]
stage          hold WS (ps)  std cells  worst slack (ps)  util [%]
5_1_grt               486.1        294              1728     20.74
6_report              463.5        294              1883     20.74
4_1_cts               467.6        294              1893     20.74
3_3_place_gp          456.1        286              1932     19.60
2_1_floorplan         435.0        182              2004         -
3_5_place_dp          456.4        286              1898     19.60
[cells by family after synthesis]
logic type                 Yosys count  synth area share, %
adders and majority gates            2                1.562
AOI/OAI and AO/OA                   20                7.500
DFF                                 33                41.87
xor gates and xnor gates            21                11.48
and+or+nand+nor                     94                34.69
buffers and inverters               12                2.890
[worst max path at each step]
stage | depth (start not counted) | endpoint | start
6_report | 5 | i[24] | i[0]
4_1_cts | 5 | i[24] | i[0]
5_1_grt | 7 | i[22] | i[0]
Power figures rest on the tool's default switching activity, not on a simulated workload.

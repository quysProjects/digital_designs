$ cat flow/run.sh
#!/bin/bash
# OpenROAD 26Q1-2900-gdf79404cd8, Yosys 0.63+post, stock flow scripts
make -C /OpenROAD-flow-scripts/flow DESIGN_CONFIG=/design/flow/config.mk WORK_HOME=/design/flow/orfs finish
$ cat flow/config.mk
export PLATFORM = sky130hd
export DESIGN_NAME = lab5tn3
export DESIGN_NICKNAME = lab5tn3
export VERILOG_FILES = /design/flow/design.v
export SDC_FILE = /design/flow/constraint.sdc
export NUM_CORES = 4
export LEC_CHECK = 1
export CORE_UTILIZATION = 40
$ cat flow/constraint.sdc
current_design lab5tn3

set clk_period 5.2
set clk_io_pct 0.2

create_clock -name clk0 -period $clk_period [get_ports {clk}]

set non_clock_inputs [all_inputs -no_clocks]
set_input_delay [expr $clk_period * $clk_io_pct] -clock clk0 $non_clock_inputs
set_output_delay [expr $clk_period * $clk_io_pct] -clock clk0 [all_outputs]
$ cat flow/design.v
module lab5tn3(
	input clk,
	output reg lcd_e,lcd_rs,lcd_on,lcd_rw,lcd_blon,
	output reg [7:0] data);
	integer j = 1;
	reg[7:0] Datas [1:37];
  assign lcd_on = 1;
  assign lcd_rw = 0;
assign lcd_blon = 1;
	always @(posedge clk) begin
Datas[1]   =  8'h38;     
Datas[2]   =  8'h0C;     
Datas[3]   =  8'h06;     
Datas[4]   =  8'h01;     
Datas[5]   =  8'h80;     
Datas[6]   =  8'h54;     
Datas[7]   =  8'h68;     
Datas[8]   =  8'h69;     
Datas[9]   =  8'h20;     
Datas[10]  =  8'h6E;     
Datas[11]  =  8'h67;     
Datas[12]  =  8'h68;     
Datas[13]  =  8'h69;     
Datas[14]  =  8'h65;     
Datas[15]  =  8'h6D;     
Datas[16]  =  8'h20;     
Datas[17]  =  8'h35;     
Datas[18]  =  8'h20;     
Datas[19]  =  8'h4B;     
Datas[20]  =  8'h54;     
Datas[21]  =  8'h53;     
Datas[22]  = 8'hC1;		
Datas[23]  = 8'h42;		 
Datas[24]  = 8'h4D;		 
Datas[25]  = 8'h20;		 
Datas[26]  = 8'h44;		 
Datas[27]  = 8'h69;		 
Datas[28]  = 8'h65;		 
Datas[29]  = 8'h6E;		 
Datas[30]  = 8'h20;		 
Datas[31]  = 8'h54;		 
Datas[32]  = 8'h75;		 
Datas[33]  = 8'h20;		 
Datas[34]  = 8'h44;		 
Datas[35]  = 8'h48;		 
Datas[36]  = 8'h42;		 
Datas[37]  = 8'h4B;		 
end
integer i = 0;  
always @(posedge clk) begin
  if (i <= 100000) begin
  i = i + 1; lcd_e = 1;
  data = Datas[j];
  end
  else if (i > 100000 & i < 2000000) begin
  i = i + 1; lcd_e = 0;
  end
  else if (i == 2000000) begin
  j = j + 1; i = 0;
  end
  else i = 0;
  if (j <= 5 )
    lcd_rs = 0;  
  else if (j > 5 & j< 22)
    lcd_rs = 1;
  else if (j == 22)
	 lcd_rs = 0;
  else if (j > 22 & j< 38)
    lcd_rs = 1;
  else if (j > 38) begin 
    lcd_rs = 1;
    j = 5;
    end
  else
   lcd_rs = 1;
end
endmodule
==> results_dict.tcl <==
# collected from the flow reports
set metrics [dict create \
    ys_cells 564 \
    ant_nets 0 \
    post-route-period-util_pct 70.5 \
    grt_pass1_vias 3508 \
    slew_viol_final 0 \
    grtUsageTotal_pct 18.4 \
    via_per_inst 5.67 \
    max_stage_delay_ps 630 \
    cts.sinks 74 \
    r2r_cells 9 \
    worstReg2RegStart "j[0]$_DFF_P_" \
    crit_buf_inv 1 \
    max_freq_mhz 273 \
    num_rows 38 \
    slowest_stage "ha_1" \
    finalSetupViolCount 0 \
    p_leak_nw 1.81 \
    path_clk_slew_ps 60 \
    cts_setup_buffers 0 \
    grt_overflow 0 \
    avgSynthCellArea_um2 8.12 \
    irDropWorstVdd_uv 133 \
    outcome "finished clean" \
    tns_ps 0 \
    io_pins 14 \
    xor_area_share_pct 11.9 \
    hold_depth 1 \
    numSynthFlops 74 \
    reg2reg_slack_ps 1530 \
    dp_cells 681 \
    yosys_warnings 13 \
    postSynthSeqShare_pct 34.1 \
    cp.arrival_ps 3950 \
    edf_count 8 \
    dpl.hpwl_mm 7.07 \
    ctsHoldBuffers 0 \
    tightest_slew_ps 779 \
    yosys-stat-area_mm2 0.00458 \
    syn-cell-area_mm2 0.00458 \
    powerDensity_mw_per_mm2 249 \
    numCtsBuffers 9 \
    clock_skew_ps 7.93 \
    vias 3944 \
    core_area_mm2 0.0110 \
    drt_first_pass_iters 4 \
    cp_cell_sequence "ha_1 -> nand4_1 -> nor3_1 -> and3b_1 -> a2111oi_0 -> o2111a_1 -> a41oi_2 -> buf_4 -> nand2b_1" \
    wl_per_cell_um 14.5 \
    grt_max_degree 31 \
    root_buffer "clkbuf_16" \
    wirelength_mm 10.1 \
    crit_family "simple AND/OR/NAND/NOR gates" \
    n_antenna_cell 0 \
    worst-setup-path-type "register to register" \
    cts_tree "done" \
    start_kind "register" \
    dieHeight_um 109 \
    netlist_instances 564 \
    drc 0 \
    clkLatencyLatePin_ps 340 \
    ys_sh_mux_pct 1.78 \
    initCoreUtil_pct 41.7 \
    cts_buffer_depth 2 \
    dieArea_mm2 0.0119 \
    crit_required_ps 5480 \
    hold_end "lcd_e$_SDFFE_PP1P_" \
    flop_cell "dfxtp_1" \
    finalNonFillerCells 696 \
    final_area_mm2 0.00504 \
    yosysUniqueCellTypes 66 \
    hold_viol 0 \
    drt-initial-drc-count 225 \
    fa_ha_area_share_pct 1.64 \
    area_leaders "dfxtp_1, nor2_1, xor2_1" \
    post_cts_resized 0 \
    ys_sh_simple_pct 35.6 \
    dieWidth_um 109 \
    relSlewSlack_pct 48.0 \
    top_area_share_pct 28.8 \
    io_buffer_count 10 \
    rsz0062_at_grt "no" \
    path_max_fanout 17 \
    placed_area_mm2 0.00472 \
    hp-start "lcd_e$_SDFFE_PP1P_" \
    drv_cap 0 \
    endpoint_kind "register" \
    synth_top_cell_by_area "dfxtp_1" \
    ys_async_sr_fraction_pct 0 \
    min_path_type "register to register" \
    grt_pass1_wl_mm 17.2 \
    syn2layout_area_growth_pct 10.1 \
    aoi_share_pct 10.2 \
    warnings 29 \
    drive_gt1_share_pct 8.27 \
    fin_total_pwr_w 0.00125 \
    rr_endpoint "j[0]$_DFF_P_" \
    antenna_found_initial 0 \
    place_congestion 0.930 \
    fin_crit_ps 3670 \
    netlist_logic_family_top "simple AND/OR/NAND/NOR gates" \
    htreeDepth 3 \
]
==> power breakdown <==
group | internal (W) | switching, W | total [W]
Combinational | 0 | 0.0000000371 | 0.0000000381
Sequential | 0.000576 | 0 | 0.000576
Clock | 0.000444 | 0.000235 | 0.000679
==> sequential cells by signal, indices dropped and copies added (netlist names) <==
name	count
j	32
data	8
lcd_rs	1
lcd_e	1
i	32
==> per-layer routing <==
metal	GRT usage [%]	part of all wire (%)
met5	0	0
met4	2.70	1.4
met3	2.93	4.2
met2	27.3	44
met1	29.2	50
==> how the worst max path moves through the flow <==
stage / startpoint / endpoint / slack (ps) / cells after the start
after CTS: j[0]$_DFF_P_ / j[0]$_DFF_P_ / 1580 / 9
after global routing: j[0]$_DFF_P_ / j[0]$_DFF_P_ / 1250 / 9
final: j[0]$_DFF_P_ / j[0]$_DFF_P_ / 1530 / 9
==> cells by family (layout without fill, tap and decap cells) <==
kind of cell	Yosys count	count (layout)
XOR/XNOR	62	62
AND-OR/OR-AND	64	64
flip-flops	74	74
buffers and inverters	48	39
adder cells (fa/ha/maj)	6	6
multiplexers	8	8
other	2	3
AND/OR/NAND/NOR	300	300
==> cells in the final DEF, fill, tap and decap left out, types with 3 or more instances in the layout <==
cell type,instances
and3_1,15
a32o_1,3
clkbuf_16,9
or3_1,6
inv_1,10
and4_1,8
mux2i_1,7
a21oi_1,13
o21ai_0,7
nand3b_1,3
dfxtp_1,66
buf_4,4
a31oi_1,5
nand2_1,48
a21boi_0,3
nor4_4,3
edfxtp_1,8
xor2_1,34
o22ai_1,3
nor2_1,82
nand3_1,40
nand2b_1,5
and3b_1,3
a211oi_1,5
nor4_2,4
nor3_1,22
clkdlybuf4s50_1,10
ha_1,6
xnor2_1,28
or2_2,4
nand4_1,22
nor4_1,7
or4_1,4
nor2b_1,9
conb_1,3
==> Yosys cell counts (9+ instances only) <==
cell type,number
nor2_1,83
dfxtp_1,66
nand2_1,48
nand3_1,40
xor2_1,34
xnor2_1,28
clkbuf_1,27
nand4_1,22
nor3_1,22
and3_1,15
a21oi_1,13
inv_1,10
nor2b_1,9
==> final cells by class <==
type | count | area [um^2]
clock inverter | 4 | 73.8
fill | 1060 | 5940
sequential | 74 | 1560
tap | 140 | 175
clock buffer | 11 | 253
timing repair buffer | 14 | 130
inverter | 10 | 37.5
multi-input combinational | 443 | 2810
==> stage by stage <==
stage	hold slack [ps]	utilization (%)	worst slack [ps]
2_1_floorplan	403	-	2280
3_3_place_gp	439	42.9	1590
3_5_place_dp	446	42.9	1590
4_1_cts	466	45.9	1580
5_1_grt	474	45.9	1250
6_report	470	45.9	1530
Power and IR drop assume default switching activity.

## design.v

```verilog
module lab4tn2 (
input logic [3:0] A_i,
input logic [3:0] B_i,
input logic [0:0] sel_i,
output logic [3:0] S_o,
output logic [0:0] C_o
);
logic [4:0] A_temp;
logic [4:0] B_temp;
logic [4:0] S_temp;
assign A_temp = {1'b0, A_i};
assign B_temp = {1'b0, B_i};
always_comb begin : proc_add
	case (sel_i)
 1'b0 : S_temp = (A_temp + B_temp);
 1'b1 : S_temp = (A_temp - B_temp);
	endcase
 end
always_comb begin : proc_assign
S_o = S_temp[3:0];
C_o = S_temp[4];
end
endmodule : lab4tn2
```

## run.sh

```bash
#!/bin/bash
# OpenROAD 26Q1-2900-gdf79404cd8, Yosys 0.63+post, stock flow scripts
make -C /OpenROAD-flow-scripts/flow DESIGN_CONFIG=/design/flow/config.mk WORK_HOME=/design/flow/orfs finish
```

## config.mk

```make
export PLATFORM = sky130hd
export DESIGN_NAME = lab4tn2
export DESIGN_NICKNAME = lab4tn2
export VERILOG_FILES = /design/flow/design.v
export SDC_FILE = /design/flow/constraint.sdc
export NUM_CORES = 4
export LEC_CHECK = 1
export CORE_AREA = 10 10 70 70
export DIE_AREA = 0 0 80 80
```

## constraint.sdc

```tcl
current_design lab4tn2

set clk_period 5.2
set clk_io_pct 0.2

create_clock -name clk0 -period $clk_period

set non_clock_inputs [all_inputs -no_clocks]
set_input_delay [expr $clk_period * $clk_io_pct] -clock clk0 $non_clock_inputs
set_output_delay [expr $clk_period * $clk_io_pct] -clock clk0 [all_outputs]
```

==> deck_impl_summary.md <==
Flow Results at a Glance

Global routing
  • Largest net degree at the start of global routing: 5
  • First-pass GRT wire length: roughly 1100 um
  • Vias in the first global route: between 200 and 250
  • Total GRT Usage: under 10%
  • Gr ovfl total: 0
  • Initial antenna violation count: 0

Floorplanning
  • Chip width: 80 um
  • Die area: between 6000 and 7000 um2
  • Die Ht: about 80 um
  • Core area: ~3400 um2
  • Top-Level Pins: 14
  • Rows: 21
  • Core Util at FP: between 6 and 7%

Run
  • Max_cap viols: 0
  • OpenROAD warnings: 32

Power
  • Power Density: approximately 120 nW/um2
  • VDD IR max: approximately 0.000021 V
  • Lkg Pwr: about 0.00017 uW

Final layout
  • Logic cell area: 187.7 um2
  • Flops: 0
  • Share of layout cells above drive strength 1: about 2.4%
  • Register area: 0 um2
  • Layout area overhead: 95.76%
  • Layout Cells excl Fill: slightly below 90
  • # fillers: a little over 400
  • Clock buffer cells: 0

Yosys
  • Dominant combinational family: adder cells
  • Avg Inst Size Synth: ~7.6 um2
  • Synth Area in Adders: roughly 40%
  • Main area contributors: ha_1 30%, xor2_1 13%, fa_1 9.7%
  • Dominant cell type by area after synthesis: ha_1
  • # Cells Yosys: 27
  • Synth top area share: ~30%
  • Register share after synthesis: 0%
  • Mapped Cells: 27
  • Post-synthesis cell area: 206.4 um2
  • Mux area share: just under 5%
  • Tally of yosys warning messages: 1
  • And+or+nand+nor area frac: around a tenth
  • XOR/XNOR Fraction of Synth Area: 21.21%
  • Yosys Chip Area: a little over 200 um2
  • Synth cell types: 13
  • Post-Synth AOI/OAI Area: between 10% and 20%

Drt
  • DR WL/cell: 7.644 um
  • Via count: 201
  • ANT cells: 0
  • DRT iter0 DRCs: 9
  • Detailed-router iteration count before antenna repair: 4
  • Remaining DRCs: 0
  • Final antenna-violating net count: 0
  • DR vias/cell: 2.310
  • Routed WL: between 600 and 700 um

STA
  • Period utilisation layout: between 80% and 90%
  • Final Hold Viols: 0
  • Pins over their slew limit: 0
  • Final TNS setup: 0 ns
  • FMAX: 0.2254 GHz
  • Crit path time final: around 4.4 ns
  • Worst-margin pin slew: about 0.26 ns
  • Final setup fails: 0
  • Slew margin rel.: slightly above 80%
  • RSZ-0062 raised after global routing: false

Worst hold path
  • Hold depth: 5
  • Hold Path Class: in2out
  • Beginning of the worst hold path: A_i[0]
  • Worst Hold End: S_o[0]

Placement
  • Routability congestion estimate: 0.7985
  • PortBufs: 14
  • Dpl cells: a little under 90
  • DPL Wire Length: 610.1 um

Worst setup path
  • CP endpoint kind: primary output
  • CP max stage cell: clkdlybuf4s50_1
  • Critical Path RT: around 4.2 ns
  • Crit-path max cell delay: 0.52 ns
  • Crit start category: input pin
  • Crit Path Category: in2out
  • Worst Path Arrival: between 3 and 4 ns
  • Worst-path cell chain: clkdlybuf4s50_1, inv_1, ha_1, mux2i_1, fa_1, a21o_1, a21oi_2, xor2_1, clkdlybuf4s50_1
  • Critical-path maximum fanout: 3
  • CP dominant cell by count: clkdlybuf4s50_1

Clock network
  • Cts repair resizes: 0
  • Setup bufs post-CTS: 0
  • Post-CTS Hold Fix Bufs: 0

Run status
  • Status: complete, no violations
through the flow:
step	power, uW	worst slack (ns)	area, um2	hold slack [ns]	utilization (%)
finish	48.58	0.7634	404.1	3.096	11.83
global route	55.05	0.5878	404.1	3.157	11.83
CTS	49.79	0.7391	404.1	3.124	11.83
detailed placement	49.63	0.7615	404.1	3.118	11.83
global placement	49.03	0.7751	404.1	3.115	11.83
floorplan	18.69	1.916	206.4	2.182	-
cells by family after synthesis:
logic type,after synthesis
multiplexers,1
AND-OR/OR-AND,5
XOR/XNOR,5
buffers and inverters,5
adder cells (fa/ha/maj),6
AND/OR/NAND/NOR,5
placed cells by master (no fill, tap or decap), drive strengths merged:
cell | Yosys | final
o21ai | 1 | 1
ha | 5 | 5
inv | 5 | 5
nor2 | 3 | 3
mux2i | 1 | 1
a21o | 1 | 1
xor2 | 3 | 3
nor3 | 1 | 1
clkdlybuf4s50 | 0 | 14
fa | 1 | 1
nand2 | 1 | 1
a21oi | 3 | 3
xnor2 | 2 | 2
where the power goes:
group | switching (uW) | internal (uW) | total, uW
registers | 0 | 0 | 0
logic | 16.5 | 32.1 | 48.6
clock network | 0 | 0 | 0
Yosys cell counts, drive strengths merged:
cell and n:
a21o 1, a21oi 3, fa 1, ha 5
inv 5, mux2i 1, nand2 1, nor2 3
nor3 1, o21ai 1, xnor2 2, xor2 3
worst max-delay path by stage:
stage / from / endpoint / slack (ns) / cells past startpoint
CTS: B_i[0] / C_o[0] / 0.74 / 9
global route: B_i[0] / C_o[0] / 0.59 / 9
finish: B_i[0] / C_o[0] / 0.76 / 9
cell type report:
class | instances | share of cell area [%]
inverter | 5 | 4.644
timing repair buffer | 14 | 34.67
tap | 46 | 14.24
multi-input combinational | 22 | 46.44
worst max-delay path, delay by kind of cell:
family                     cells  cell delay (ns)
buffers and inverters          3             1.06
xor gates and xnor gates       1             0.14
adders and majority gates      2             0.72
muxes                          1             0.10
AOI/OAI and AO/OA              2             0.33
routing by layer:
layer  up-vias  GRT usage (%)  wire (um)
met5         -              0          0
met4         0              0          0
met3         0          1.023        101
met2        10          2.408        206
met1        74          3.170        357
li1        117              -          -
No activity file was given, so power comes from the tool's default toggle rates.
